--- design/flow/config.mk ---
export PLATFORM = sky130hd
export DESIGN_NAME = tx
export DESIGN_NICKNAME = tx
export VERILOG_FILES = /design/flow/design.v
export SDC_FILE = /design/flow/constraint.sdc
export NUM_CORES = 4
export LEC_CHECK = 1
export CORE_AREA = 10 10 109 109
export DIE_AREA = 0 0 119 119
--- design/flow/constraint.sdc ---
current_design tx

set clk_period 2.6
set clk_io_pct 0.2

create_clock -name clk0 -period $clk_period [get_ports {clk}]

set non_clock_inputs [all_inputs -no_clocks]
set_input_delay [expr $clk_period * $clk_io_pct] -clock clk0 $non_clock_inputs
set_output_delay [expr $clk_period * $clk_io_pct] -clock clk0 [all_outputs]
--- design/flow/design.v ---
`timescale 1ns / 1ps
module tx(
    input           clk,rst,
    output  reg     tx, 
    input           tx_ready, 
    output  reg     tx_rd,
    input   [7:0]   tx_data
);
parameter   DIV_CNT   = 10'd867;
parameter   TX_CNT    = 4'h9; 
parameter   C_IDLE    = 1'b0; 
parameter   C_TX      = 1'b1; 
reg         curr_state,next_state;    
reg [9:0]   div_cnt; 
reg [4:0]   tx_cnt; 
reg [7:0]   tx_reg; 
always@(posedge clk or posedge rst)
begin
    if(rst)
        curr_state  <= C_IDLE;
    else
        curr_state  <= next_state;
end    
always@(*)
begin
    case(curr_state)
        C_IDLE:
            if(tx_ready==1'b1)
                next_state  = C_TX;
            else
                next_state  = C_IDLE;
        C_TX:
            if((div_cnt==DIV_CNT)&&(tx_cnt>=TX_CNT)) 
                next_state  = C_IDLE;
            else
                next_state  = C_TX;
    endcase
end
always@(posedge clk or posedge rst)
begin
    if(rst)
        div_cnt <= 10'h0;
    else if(curr_state==C_TX) 
    begin
        if(div_cnt>=DIV_CNT)
            div_cnt <= 10'h0;
        else
            div_cnt <= div_cnt + 10'h1;
    end
    else 
        div_cnt <= 10'h0;
end
always@(posedge clk or posedge rst)
begin
    if(rst)
        tx_cnt  <= 4'h0;
    else if(curr_state==C_TX) 
    begin
        if(div_cnt==DIV_CNT) 
            tx_cnt <= tx_cnt + 1'b1;
    end
    else
        tx_cnt <= 4'h0;
end
always@(posedge clk or posedge rst)
begin
    if(rst)
        tx_rd   <= 1'b0;
    else if((curr_state==C_IDLE)&&(tx_ready==1'b1)) 
        tx_rd   <= 1'b1;
    else
        tx_rd   <= 1'b0;
end
always@(posedge clk or posedge rst)
begin
    if(rst)
        tx_reg  <= 8'b0;
    else if((curr_state==C_IDLE)&&(tx_ready==1'b1))
        tx_reg  <= tx_data;
end
always@(posedge clk or posedge rst)
begin
    if(rst)
        tx  <= 1'b1; 
    else if(curr_state==C_IDLE)
        tx  <= 1'b1; 
    else if(div_cnt==10'h0) 
    begin
        case(tx_cnt)
            4'h0:   tx  <= 1'b0; 
            4'h1:   tx  <= tx_reg[0];
            4'h2:   tx  <= tx_reg[1];
            4'h3:   tx  <= tx_reg[2];
            4'h4:   tx  <= tx_reg[3];
            4'h5:   tx  <= tx_reg[4];
            4'h6:   tx  <= tx_reg[5];
            4'h7:   tx  <= tx_reg[6];
            4'h8:   tx  <= tx_reg[7];
            4'h9:   tx  <= 1'b1;
        endcase
    end
end
endmodule
--- design/flow/run.sh ---
#!/bin/bash
# OpenROAD 26Q1-2900-gdf79404cd8, Yosys 0.63+post, stock flow scripts
make -C /OpenROAD-flow-scripts/flow DESIGN_CONFIG=/design/flow/config.mk WORK_HOME=/design/flow/orfs finish
==> run summary <==
antenna violations before repair - 0
ys cells - 123
final WL - 2460 µm
synth warn - 1
min Tclk post-route - 1.92 ns
Starting DRT DRC Count - 50
DP Area - 0.00161 mm²
post-CTS setup buffer count - 0
OpenROAD warnings - 29
CP Depth - 5
first-pass GRT wire length - 4410 µm
Final Cell Area - 0.00166 mm²
cts bufs inserted - 3
DRT Pass-1 Iters - 4
CP Cell Sequence - ha_1 -> or4_1 -> a31oi_1 -> o21ai_2 -> o21ba_2
chip height - 119 µm
crit-path max cell delay - 0.49 ns
Dominant cell area share - 46.9%
Cell Rows - 36
Fin. Hold Viols - 0
fraction of layout cells with a size suffix above 1 - 14.7%
HP Class - flip-flop to flip-flop
Flop pwr share - 61.7%
Late-Pin Clk Latency - 0.26 ns
ys async rst share - 100%
DRC - 0
largest net degree at the start of global routing - 27
Worst Path Arrival - 2.13 ns
DR vias - 898
status - finished clean
cell type with the largest total area - dfrtp_1
Post-Synthesis Cell Area - 0.00133 mm²
Top cells by area - dfrtp_1 (47%), mux2_2 (6.8%), ha_1 (5.6%)
CTS tree - done
PostCTS Resize Cnt - 0
final-report max-slew violation count - 0
Buffers & Inverters on Critical Path - 0
Net Sw Frac - 19.6%
H-tree Lvls - 1
synthesis area per yosys - 0.00133 mm²
port bufs - 12
GR Util All Layers - 3.44%
Seq share, synth - 48.9%
Setup TNS - 0 ns
Core Region - 0.00964 mm²
number of cells on the worst hold path - 1
die area - 0.0142 mm²
Post-synth regs - 26
CTS Root Buffer Type - clkbuf_8
CTS Buffer Depth - 2
max reg flops - 10
Lkg Pwr - 0.000656 µW
CP max-delay cell - or4_1
clk sinks - 26
cts hold-fix bufs - 0
Least-Margin Pin Slew - 0.385 ns
final setup fails - 0
Critical Path Fanout Max - 10
Die W - 119 µm
clock skew - 0.00199 ns
Placer Congestion - 0.812
vias per cell - 3.34
max-cap violations - 0
Slew Limit Headroom - 74.3%
cell with the most instances after synthesis - dfrtp_1
GR Overflow Total - 0
syn avg cell area - 10.8 µm²
vias in the first global route - 921
CP endpoint kind - flip-flop
pwr dens - 404 mW/mm²
Layout Cells excl Fill - 269
WL per Instance - 9.13 µm
clk slew on worst S/H paths - 0.08 ns
Cell Type Count - 37
DP HPWL - 1820 µm
setup slack at placement - 0.689 ns
cells after synthesis - 123
crit path kind - flip-flop to flip-flop
CP Launch Type - flip-flop
worst path required time - 2.81 ns
fmax - 521 MHz
RSZ-0062 raised after global routing - no
fin crit share - 73.8%
Synth top cells by count - dfrtp_1 (25), nor2_1 (12), mux2_2 (8), nand2_1 (8), xnor2_1 (8)
Final ANT Viol Nets - 0
Area Growth Syn to Fin - 24.4%
Switch Pwr - 131 µW
IO Pins - 13
Max VDD drop - 0.150 mV
final setup margin - 0.681 ns
combinational group share of total power - 4.5%
Int Pwr - 539 µW
floorplan core density - 13.8%
# diodes - 0
cell family with most CP delay - AND-OR/OR-AND gates
Inst Count DP - 265
Post-synth top flop - dfrtp_1
count of library flops with an enable pin - 0
Reg2Reg Depth - 5
clock share of power - 33.8%
worst reg2reg max path, cell delays in order, from the launching register on:
cell,delay [ns]
dfrtp_1,0.43
ha_1,0.32
or4_1,0.49
a31oi_1,0.21
o21ai_2,0.15
o21ba_2,0.27
layout make-up:
cell class                      count  area [µm²]
Tap cell                          133         166
Fill cell                        1087        7980
Timing Repair Buffer               14         135
Clock buffer                        4        45.0
Multi-Input combinational cell     86         637
Sequential cell                    26         652
Inverter                            6        22.5
final timing paths:
kind,from,to,slack (ns)
worst min-delay path,tx_reg[3]$_DFFE_PP0P_,tx_reg[3]$_DFFE_PP0P_,0.52
worst max register to register,div_cnt[0]$_DFF_PP0_,div_cnt[9]$_DFF_PP0_,0.68
min in group asynchronous,rst,div_cnt[1]$_DFF_PP0_,0.60
worst max-delay path,div_cnt[0]$_DFF_PP0_,div_cnt[9]$_DFF_PP0_,0.68
worst min register to register,tx_reg[3]$_DFFE_PP0P_,tx_reg[3]$_DFFE_PP0P_,0.52
max in group asynchronous,rst,tx$_DFFE_PP1P_,1.70
per-layer routing:
metal  vias up  global-route usage [%]  wire length (µm)
met1       437                    5.09              1210
met2         5                    5.19              1160
met5         -                       0                 0
met4         0                   0.763                41
li1        454                       -                 -
met3         2                   0.528                48
kinds of logic after synthesis:
logic type	synth area share, %
compound gates	8.64
xor+xnor	6.57
fa+ha+maj	5.63
buf+inv	3.29
flops	48.9
mux	7.51
simple gates	19.4
stage by stage:
stage | hold WS, ns | total power (µW) | utilization (%)
after floorplan | 0.475 | 433 | -
after global placement | 0.490 | 453 | 16.7
after detailed placement | 0.504 | 454 | 16.7
after CTS | 0.524 | 687 | 17.2
after global routing | 0.539 | 698 | 17.2
final | 0.522 | 670 | 17.2
power by group through the flow:
stage	Combinational, µW	Clock, µW	Sequential [µW]
CTS	31.5	241	414
global route	34.1	249	415
finish	30.3	226	414
placed cells by master (no fill, tap or decap), types with 2 or more instances in the layout:
cell type and n:
and3_1 2, mux2_2 8, xor2_1 2, xnor2_1 8, nand3_1 5, inv_1 6
nor2b_1 2, buf_4 2, or4_1 2, nor2_1 12, dfrtp_1 25, and2_1 3
o21ai_0 3, clkbuf_8 3, nor4_1 2, nor3_1 3, ha_1 6, o21ba_2 3
nand2_1 8, clkdlybuf4s50_1 12, a31oi_1 2
Power is estimated from default activity; no workload was simulated.
