===== design.v =====
`timescale 1ns / 1ps
module add(
output s, cout,
input a, b, cin
);
assign s = a ^ b ^ cin;
assign cout = (a & b) | (a & cin) | (b & cin);
endmodule
`timescale 1ns / 1ps
module add_8(
output  [7:0]   s,
output          cout,
input   [7:0]   a,b,
input           cin
);
wire [6:0] carry;
add     add0(s[0],  carry[0],   a[0],   b[0],   cin);
add     add1(s[1],  carry[1],   a[1],   b[1],   carry[0]);
add     add2(s[2],  carry[2],   a[2],   b[2],   carry[1]);
add     add3(s[3],  carry[3],   a[3],   b[3],   carry[2]);
add     add4(s[4],  carry[4],   a[4],   b[4],   carry[3]);
add     add5(s[5],  carry[5],   a[5],   b[5],   carry[4]);
add     add6(s[6],  carry[6],   a[6],   b[6],   carry[5]);
add     add7(s[7],  cout,       a[7],   b[7],   carry[6]);
endmodule
`timescale 1ns / 1ps
module mul(
input   [7:0]   a,b,
output  [7:0]   out 
);
wire    [7:0]   mul_1;
wire    [7:0]   mul_2;
wire    [7:0]   mul_3;
wire    [7:0]   mul_4;
wire    [7:0]   mul_5;
wire    [7:0]   mul_6;
wire    [7:0]   mul_7;
wire    [7:0]   mul_8;
assign mul_1 = (b[0]==1'b1)?(a):(8'h0);
assign mul_2 = (b[1]==1'b1)?({a[6:0],1'b0}):(8'h0);
assign mul_3 = (b[2]==1'b1)?({a[5:0],2'b0}):(8'h0);
assign mul_4 = (b[3]==1'b1)?({a[4:0],3'b0}):(8'h0);
assign mul_5 = (b[4]==1'b1)?({a[3:0],4'b0}):(8'h0);
assign mul_6 = (b[5]==1'b1)?({a[2:0],5'b0}):(8'h0);
assign mul_7 = (b[6]==1'b1)?({a[1:0],6'b0}):(8'h0);
assign mul_8 = (b[7]==1'b1)?({a[0],7'b0}):(8'h0);
wire    [7:0]   tmp_1;
wire    [7:0]   tmp_2;
wire    [7:0]   tmp_3;
wire    [7:0]   tmp_4;
wire    [7:0]   tmp_5;
wire    [7:0]   tmp_6;
add_8   add1(.s(tmp_1),.cout(),.a(mul_1),.b(mul_2),.cin(1'b0));
add_8   add2(.s(tmp_2),.cout(),.a(mul_3),.b(mul_4),.cin(1'b0));
add_8   add3(.s(tmp_3),.cout(),.a(mul_5),.b(mul_6),.cin(1'b0));
add_8   add4(.s(tmp_4),.cout(),.a(mul_7),.b(mul_8),.cin(1'b0));
add_8   add5(.s(tmp_5),.cout(),.a(tmp_1),.b(tmp_2),.cin(1'b0));
add_8   add6(.s(tmp_6),.cout(),.a(tmp_3),.b(tmp_4),.cin(1'b0));
add_8   add7(.s(out),.cout(),.a(tmp_5),.b(tmp_6),.cin(1'b0));
endmodule

===== run.sh =====
#!/bin/bash
# OpenROAD 26Q1-2900-gdf79404cd8, Yosys 0.63+post, stock flow scripts
make -C /OpenROAD-flow-scripts/flow DESIGN_CONFIG=/design/flow/config.mk WORK_HOME=/design/flow/orfs finish

===== constraint.sdc =====
current_design mul

set clk_period 6.0
set clk_io_pct 0.2

create_clock -name clk0 -period $clk_period

set non_clock_inputs [all_inputs -no_clocks]
set_input_delay [expr $clk_period * $clk_io_pct] -clock clk0 $non_clock_inputs
set_output_delay [expr $clk_period * $clk_io_pct] -clock clk0 [all_outputs]

===== config.mk =====
export PLATFORM = sky130hd
export DESIGN_NAME = mul
export DESIGN_NICKNAME = mul
export VERILOG_FILES = /design/flow/design.v
export SDC_FILE = /design/flow/constraint.sdc
export NUM_CORES = 4
export LEC_CHECK = 1
export CORE_AREA = 10 10 96 96
export DIE_AREA = 0 0 106 106

==> run summary <==
status = finished, violations left
violated checks = negative setup slack
CLK BUF = 0
WP data required = 4800 ps
worst hold path cell count = 3
die y size = 106 microns
post-CTS setup buffer count = 0
Pleak = 0.556 nW
HP Class = primary input to output pin
total die size = 0.0112 sq mm
aoi share = 0%
CP Max Fanout = 2
DRC = 0
I/O pin count = 24
final non-filler cell total = 225
crit path time final = 6240 ps
final WL = 1930 microns
Die X = 106 microns
Peak Freq = 0.160 GHz
Cell Area, Synth = 818 sq um
initial antenna violation count = 0
Cell Type Count = 11
wire per inst = 8.59 microns
Yosys Instances = 97
DRT iter0 DRCs = 10
Synthesis Warnings = 0
Mapped Cells = 97
Final ANT Viol Nets = 0
worst vdd ir = 0.0338 mV
register area = 0 sq um
syn avg cell area = 8.44 sq um
yosys xor share = 14.5%
yosys adder share = 45.9%
vias in the first global route = 703
final worst slack = -241 ps
Main logic family = adder cells
Top-area cell share = 36.7%
cycle use final = 104%
headroom to the max-slew limit = 87.4%
Synth Seq Share = 0%
total track usage = 3.68%
most frequent cell after synthesis = inv_1
Initial DRT Pass Iterations = 4
startpoint types = primary input
first-pass GRT wire length = 3460 microns
gpl congestion = 0.744
Area growth, synth to finish = 57.2%
Worst Hold Slack = 3050 ps
Final Hold Viols = 0
arrival time worst endpoint = 5040 ps
max_cap viols = 0
cts hold-fix bufs = 0
Initial Util = 11.3%
flop count = 0
RSZ-0062 raised after global routing = yes
Yosys top cell by area = fa_1
GRT overflow = 0
Pwr Density = 134 mW/mm^2
num rows = 31
top cells, area = fa_1 37%, and2_1 11%, ha_1 9.2%
Finished Core Util = 17.8%
Basic Gates by Area = 23.1%
vias per cell = 2.83
hpwl dp = 1820 microns
Port-buffer cells = 24
top cells by count = 20 x inv_1, 16 x nand2_1, 15 x and2_1, 15 x fa_1
Design Power = 172 uW
ant diodes = 0
via count = 636
Multiplexer share = 0%
Post-Place Cells = 225
layout cells sized above 1 = 34.9%
Final setup viols = 1
Core Footprint = 0.00721 sq mm
Slew @ Worst Pin = 187 ps
CP endpoint kind = output pin
count of tool warnings = 35
yosys stat area = 818 sq um
Slew Limit Fails = 0
Crit Path Category = primary input to output pin
pin count of the biggest net entering global routing = 8
-- power breakdown --
part	internal [mW]	switching (mW)
clock network	0	0
registers	0	0
logic	0.105	0.0668
-- worst paths after layout --
path              slack (ps)     end  start
hold / removal          3050  out[0]   b[0]
setup / recovery        -240  out[7]   b[1]
-- per-layer routing --
metal  up-vias  global-route usage (%)  share of wire [%]
met5         -                       0                  0
met4         0                       0                  0
met3         0                   0.795                6.8
met2        12                    6.71                 51
met1       295                    4.60                 42
li1        329                       -                  -
-- worst max-delay path: stages --
cell and delay, ps:
buf_6 90, and2_4 150, ha_4 150, fa_2 330
fa_2 530, inv_2 40, fa_2 350, fa_2 340
inv_2 60, fa_2 200, inv_2 40, fa_2 380
fa_2 350, xor2_1 160, xnor2_1 160, xnor2_1 150
xnor3_1 220, buf_2 130
-- through the flow --
step / TNS, ps / instance area [sq um] / setup slack [ps]
3_5_place_dp: -2060 / 1230 / -1090
6_report: -241 / 1290 / -241
5_1_grt: -422 / 1290 / -422
2_1_floorplan: -95.1 / 831 / -95.1
4_1_cts: -440 / 1270 / -440
3_3_place_gp: -2000 / 1230 / -1060
-- cell usage in the layout, fill, tap and decap left out --
cell type / count
xnor3_1: 1
nand2_2: 2
buf_4: 11
nand2_1: 16
dlymetal6s2s_1: 1
and2_1: 12
inv_1: 13
dlygate4sd2_1: 1
and2_4: 5
fa_1: 6
xnor2_1: 8
clkdlybuf4s15_1: 1
buf_6: 6
ha_1: 4
fa_2: 9
and2_2: 1
inv_2: 7
ha_4: 2
clkdlybuf4s50_1: 16
xor2_1: 3
buf_2: 1
-- area by class of cell --
class	count	area [sq um]
well taps	99	124
fillers	816	5930
inverters	20	75.1
multi-input cells	69	741
repair buffers	37	347
-- kinds of logic after synthesis --
group         count (synthesis)
simple gates                 36
buf+inv                      28
fa+ha+maj                    21
xor+xnor                     12
-- what timing repair did --
item | CTS | global route
pin swaps | 15 | 13
setup endpoints to repair | 3 | 3
resized | 43 | 7
Power is estimated from default activity; no workload was simulated.
