==> flow/design.v <==
`timescale 1ns / 1ps
module rx(
    input               clk,rst,
    input               rx, 
    output  reg         rx_vld, 
    output  reg  [7:0]  rx_data 
    );
parameter   DIV_CNT   = 10'd867;
parameter   HDIV_CNT  = 10'd433;
parameter   RX_CNT    = 4'h8;
parameter   C_IDLE    = 1'b0; 
parameter   C_RX      = 1'b1; 
reg         curr_state;
reg         next_state;
reg [9:0]   div_cnt;
reg [3:0]   rx_cnt; 
reg         rx_reg_0,rx_reg_1,rx_reg_2,rx_reg_3,rx_reg_4,rx_reg_5,rx_reg_6,rx_reg_7;
wire        rx_pulse;
always@(posedge clk or posedge rst)
begin
    if(rst)
        curr_state  <= C_IDLE;
    else
        curr_state  <= next_state;
end    
always@(*)
begin
    case(curr_state)
        C_IDLE:
            if(div_cnt==HDIV_CNT) 
                next_state  = C_RX;
            else
                next_state  = C_IDLE;
        C_RX:
            if((div_cnt==DIV_CNT)&&(rx_cnt>=RX_CNT)) 
                next_state  = C_IDLE;
            else
                next_state  = C_RX;
    endcase
end
always@(posedge clk or posedge rst)
begin
    if(rst)
        div_cnt <= 10'h0;
    else if(curr_state == C_IDLE) 
    begin
        if(rx==1'b1) 
            div_cnt <= 10'h0;
        else if(div_cnt < HDIV_CNT) 
            div_cnt <= div_cnt + 10'h1;
        else 
            div_cnt <= 10'h0;    
    end
    else if(curr_state == C_RX) 
    begin
        if(div_cnt >= DIV_CNT)
            div_cnt <= 10'h0;
        else
            div_cnt <= div_cnt + 10'h1;
    end
end
always@(posedge clk or posedge rst)
begin
    if(rst)
        rx_cnt  <= 4'h0;
    else if(curr_state == C_IDLE)
        rx_cnt  <= 4'h0;
    else if((div_cnt == DIV_CNT)&&(rx_cnt<4'hF)) 
        rx_cnt  <= rx_cnt + 1'b1;      
end
assign rx_pulse = (curr_state==C_RX)&&(div_cnt==DIV_CNT); 
always@(posedge clk)
begin
    if(rx_pulse)
    begin
        case(rx_cnt)
            4'h0: rx_reg_0 <= rx;
            4'h1: rx_reg_1 <= rx;
            4'h2: rx_reg_2 <= rx;
            4'h3: rx_reg_3 <= rx;
            4'h4: rx_reg_4 <= rx;
            4'h5: rx_reg_5 <= rx;
            4'h6: rx_reg_6 <= rx;
            4'h7: rx_reg_7 <= rx;
        endcase 
    end
end
always@(posedge clk or posedge rst)
begin
    if(rst)
    begin
        rx_vld  <= 1'b0;
        rx_data <= 8'h55;
    end    
    else if((curr_state==C_RX)&&(next_state==C_IDLE)) 
    begin
        rx_vld  <= 1'b1;
        rx_data <= {rx_reg_7,rx_reg_6,rx_reg_5,rx_reg_4,rx_reg_3,rx_reg_2,rx_reg_1,rx_reg_0};
    end
    else
        rx_vld  <= 1'b0;
end
endmodule
==> flow/run.sh <==
#!/bin/bash
# OpenROAD 26Q1-2900-gdf79404cd8, Yosys 0.63+post, stock flow scripts
make -C /OpenROAD-flow-scripts/flow DESIGN_CONFIG=/design/flow/config.mk WORK_HOME=/design/flow/orfs finish
==> flow/config.mk <==
export PLATFORM = sky130hd
export DESIGN_NAME = rx
export DESIGN_NICKNAME = rx
export VERILOG_FILES = /design/flow/design.v
export SDC_FILE = /design/flow/constraint.sdc
export NUM_CORES = 4
export LEC_CHECK = 1
export CORE_UTILIZATION = 40
==> flow/constraint.sdc <==
current_design rx

set clk_period 3.0
set clk_io_pct 0.2

create_clock -name clk0 -period $clk_period [get_ports {clk}]

set non_clock_inputs [all_inputs -no_clocks]
set_input_delay [expr $clk_period * $clk_io_pct] -clock clk0 $non_clock_inputs
set_output_delay [expr $clk_period * $clk_io_pct] -clock clk0 [all_outputs]
==> flow_metrics.env <==
# yosys + openroad results
export IMPL_postCtsHoldBufs=0
export IMPL_fmax_mhz=400
export IMPL_drv_cap=0
export IMPL_rsz0062_at_grt="false"
export IMPL_n_antenna_cell=0
export IMPL_dp_slack_ns=0.488
export IMPL_grt_pass1_vias=1006
export IMPL_grt_pass1_wl_um=4450
export IMPL_async_reset_ff_share_pct=75.0
export IMPL_clock_root_buffer="clkbuf_8"
export IMPL_vias=1017
export IMPL_top_area_cell="dfrtp_1"
export IMPL_criticalPathCategory="reg2reg"
export IMPL_drv_slew=0
export IMPL_max_slew_margin_pct=70.1
export IMPL_wl_met2_um=1150
export IMPL_r2r_cells=5
export IMPL_hold_viol=0
export IMPL_outcome="finished, final reports clean"
export IMPL_setup_tns_ns=0
export IMPL_areaGrowthSynthToFinish_pct=14.0
export IMPL_synthTopCellsByCount="dfrtp_1, nor2_1, edfxtp_1, mux2_2"
export IMPL_clockBufferDepth=2
export IMPL_openroad_warnings=30
export IMPL_wire_per_inst_um=11.9
export IMPL_seqPwrFrac_pct=58.4
export IMPL_met3_length_um=105
export IMPL_edf_count=8
export IMPL_io_pins=12
export IMPL_clockPowerShare_pct=38.2
export IMPL_yosysTopAreaCellShare_pct=32.7
export IMPL_cp_start_kind="flip-flop"
export IMPL_setup_slack_ns=0.498
export IMPL_drt_total_wl_um=2370
export IMPL_die_area_um2=4080
export IMPL_cpPeakStageDelay_ns=0.50
export IMPL_synth_top_cell_by_count="dfrtp_1"
export IMPL_drtIter0Drc=39
export IMPL_final_cell_area_um2=1750
export IMPL_antenna_found_initial=0
export IMPL_p_comb_share_pct=3.4
export IMPL_hp_class="reg2reg"
export IMPL_ys_ff=32
export IMPL_worst_path_buf_inv=0
export IMPL_fin_crit_ns=2.50
export IMPL_wirelength_met1_um=1080
export IMPL_ys_seq_share_pct=55.2
export IMPL_ys_cells=138
export IMPL_cts_tree="done"
export IMPL_numCtsBuffers=5
export IMPL_critical_path_arrival_ns=2.66
export IMPL_core_um2=3660
export IMPL_drc=0
export IMPL_antenna_left=0
export IMPL_slowest_stage="and3_1"
export IMPL_die_w_um=63.9
export IMPL_post_drt_via_cell_ratio=5.11
export IMPL_track_usage_pct=14.5
export IMPL_top_layer="met4"
export IMPL_powerDensity_nw_per_um2=446
export IMPL_insertion_delay_ns=0.27
export IMPL_final_fill_count=324
export IMPL_place_hpwl_um=1650
export IMPL_std_cell_rows=22
export IMPL_die_h_um=63.9
export IMPL_crit_required_ns=3.16
export IMPL_cpLargestDelayFamily="simple AND/OR/NAND/NOR gates"
export IMPL_p_leak_nw=0.680
export IMPL_post_cts_buffers=0
export IMPL_skew_ns=0.00338
export IMPL_synthesis_area_um2=1530
export IMPL_utilization_pct=47.7
export IMPL_fin_crit_sh_pct=83.4
export IMPL_peakVddDrop_mv=0.194
export IMPL_htreeDepth=2
export IMPL_cp_max_fo=10
export IMPL_crit_cells=5
export IMPL_endpoint_kind="flip-flop"
export IMPL_yosysChipArea_um2=1530
export IMPL_syn_avg_cell_area_um2=11.1
export IMPL_tightest_slew_ns=0.445
export IMPL_yosysUniqueCellTypes=33
export IMPL_drive_gt1_share_pct=13.2
export IMPL_syn_inst=138
export IMPL_internal_power_uw=623
export IMPL_grt_start_max_net_pins=25
export IMPL_p_switching_uw=156
export IMPL_area_leaders="dfrtp_1, edfxtp_1, dfstp_2"
export IMPL_yosys_warnings=1
export IMPL_globalRouteOverflowTotal=0
export IMPL_setup_violations_final=0
export IMPL_initial_utilization_pct=41.8
export IMPL_min_path_cells=1
export IMPL_dpl_cell_area_um2=1660
export IMPL_port_buffers=11
export IMPL_switching_share_pct=20.1
export IMPL_flop_cell="dfrtp_1"
export IMPL_dr_pass1_iters=4
export IMPL_ctsResizeCount=0
export IMPL_clk_pin_slew_worst_paths_ns=0.06
export IMPL_gp_congestion=0.851
export IMPL_cts_sinks=32
export IMPL_path_cells="ha_1 > or4b_1 > nor3_1 > and3_1 > mux2_2"
## worst register-to-register path, delay by kind of cell (launching register included)
kind	cells	cell delay (ns)
adder cells (fa/ha/maj)	1	0.24
flip-flops	1	0.42
AND/OR/NAND/NOR	3	1.34
multiplexers	1	0.39
## sequential cells by signal, indices dropped and copies added, names as in the netlist
register,count
div_cnt,10
rx_data,8
rx_cnt,4
curr_state,1
rx_reg_0,1
rx_reg_1,1
rx_reg_2,1
rx_reg_3,1
rx_reg_4,1
rx_reg_5,1
rx_reg_6,1
rx_reg_7,1
rx_vld,1
## final cells by class
| class | count | area [µm²] | share of cell area, % |
|---|---|---|---|
| Sequential cell | 32 | 846 | 48.5 |
| Multi-Input combinational cell | 92 | 614 | 35.2 |
| Timing Repair Buffer | 12 | 118 | 6.74 |
| Clock buffer | 7 | 76.3 | 4.37 |
| Tap cell | 48 | 60.1 | 3.44 |
| Inverter | 7 | 26.3 | 1.51 |
| Clock inverter | 1 | 5.00 | 0.287 |
## logic make-up after synthesis
group	count (synthesis)	synth area share, %
muxes	8	5.88
adders and majority gates	7	5.72
and+or+nand+nor	57	19.0
AOI/OAI and AO/OA	12	4.98
xor gates and xnor gates	8	4.58
DFF	32	55.2
buffers and inverters	14	4.66
## path summary, 6_finish.rpt
| path | startpoint | to | slack (ns) |
|---|---|---|---|
| max | div_cnt[0]$_DFF_PP0_ | rx_data[3]$_DFFE_PP0P_ | 0.50 |
| min | rx_reg_2$_DFFE_PP_ | rx_data[2]$_DFFE_PP1P_ | 0.48 |
| max reg2reg | div_cnt[0]$_DFF_PP0_ | rx_data[3]$_DFFE_PP0P_ | 0.50 |
| min reg2reg | rx_reg_2$_DFFE_PP_ | rx_data[2]$_DFFE_PP1P_ | 0.48 |
| max in group asynchronous | rst | rx_data[4]$_DFFE_PP1P_ | 2.05 |
| min in group asynchronous | rst | div_cnt[8]$_DFF_PP0_ | 0.67 |
## layout by cell type (no fill, tap or decap), types with 5 or more instances in the layout
cell             Yosys  final
dfrtp_1             20     20
nor2_1              16     16
clkdlybuf4s50_1      0     11
mux2_2               8      8
edfxtp_1             8      8
inv_1                7      7
nor3_1               7      7
nand3_1              7      7
nand2_1              7      7
ha_1                 7      7
a21oi_1              5      5
xnor2_1              5      5
clkbuf_8             0      5
## metrics by stage
stage | cells | hold WS [ns] | total power [mW]
2_1_floorplan | 138 | 0.454 | 0.481
3_3_place_gp | 191 | 0.456 | 0.489
3_5_place_dp | 191 | 0.469 | 0.489
4_1_cts | 199 | 0.487 | 0.797
5_1_grt | 199 | 0.494 | 0.828
6_report | 199 | 0.481 | 0.779
## power groups by stage
stage                 registers [mW]  logic (mW)  clock network (mW)
after global routing           0.455      0.0328               0.340
after CTS                      0.455      0.0271               0.315
final                          0.455      0.0266               0.298
## layer usage
layer / vias to the layer above / global-route usage (%)
li1: 502 / -
met1: 488 / 19.9
met2: 21 / 24.3
met3: 6 / 3.99
met4: 0 / 2.27
met5: - / 0
No activity file was given, so power comes from the tool's default toggle rates.
